File: /design/flow/design.v
module PC(clk, c_inc, reset, c_jump,selected_address,pc_out);
input	clk;
input	reset;
input	c_inc;
output	reg [7:0]	pc_out;
input	[7:0]	selected_address;
input	c_jump;
always @(posedge clk)
	begin
		if (reset)
			pc_out <= 8'b0;
		else if (c_inc == 1)
			pc_out <= pc_out + 1;
		else if(c_jump == 1)
			pc_out <= selected_address;
	end
endmodule
File: /design/flow/constraint.sdc
current_design PC

set clk_period 2.6
set clk_io_pct 0.2

create_clock -name clk0 -period $clk_period [get_ports {clk}]

set non_clock_inputs [all_inputs -no_clocks]
set_input_delay [expr $clk_period * $clk_io_pct] -clock clk0 $non_clock_inputs
set_output_delay [expr $clk_period * $clk_io_pct] -clock clk0 [all_outputs]
File: /design/flow/run.sh
#!/bin/bash
# OpenROAD 26Q1-2900-gdf79404cd8, Yosys 0.63+post, stock flow scripts
make -C /OpenROAD-flow-scripts/flow DESIGN_CONFIG=/design/flow/config.mk WORK_HOME=/design/flow/orfs finish
File: /design/flow/config.mk
export PLATFORM = sky130hd
export DESIGN_NAME = PC
export DESIGN_NICKNAME = PC
export VERILOG_FILES = /design/flow/design.v
export SDC_FILE = /design/flow/constraint.sdc
export NUM_CORES = 4
export LEC_CHECK = 1
export CORE_AREA = 10 10 70 70
export DIE_AREA = 0 0 80 80
==> results.sh <==
# flow metrics
export IMPL_r2r_end="pc_out[6]"
export IMPL_crit_fanout=13
export IMPL_tritoncts="yes"
export IMPL_dieHeight_microns=80
export IMPL_clk_latency_ns=0.25
export IMPL_largest_area_cell="dfxtp_1"
export IMPL_min_period_ns=1.83
export IMPL_setup_violations=0
export IMPL_gp_congestion=0.830
export IMPL_core_sq_mm=0.00342
export IMPL_ctsResizeCount=0
export IMPL_cp_required_ns=2.77
export IMPL_area_growth_pct=58.9
export IMPL_yosys_top_cells_area="dfxtp_1, a31oi_1, nor2b_1"
export IMPL_r2r_start="pc_out[0]"
export IMPL_power_uw=292
export IMPL_timing_final_max_slew_violations=0
export IMPL_routedWlPerCell_microns=11.5
export IMPL_num_vias=467
export IMPL_netlist_area_sq_um=438
export IMPL_num_fill_cells=388
export IMPL_largest_register="pc_out"
export IMPL_holdBufCountCts=0
export IMPL_wl_microns=1330
export IMPL_reg_largest_list="pc_out (8)"
export IMPL_dp_cells=113
export IMPL_r2r_cells=4
export IMPL_grt_pass1_wl_microns=2170
export IMPL_antenna_left=0
export IMPL_grt_pass1_vias=474
export IMPL_hp_start="pc_out[4]"
export IMPL_largest_reg_flops=8
export IMPL_drt_iter0_markers=20
export IMPL_drt_met1_wl_microns=586
export IMPL_cts_sinks=8
export IMPL_top_cell_area_share=0.366
export IMPL_hold_viol_final=0
export IMPL_met3_length_microns=103
export IMPL_cts_post_setup_buffers_inserted=0
export IMPL_critPathArrivalTime_ns=2.00
export IMPL_antenna_cells=0
export IMPL_ys_seq_frac=0.366
export IMPL_slowest_stage="clkdlybuf4s50_1"
export IMPL_drive_above_1_share=0.114
export IMPL_worst_setup_path_start_kind="primary input"
export IMPL_cp_end_kind="flip-flop"
export IMPL_cpPeakStageDelay_ns=0.70
export IMPL_gr_usage_all_layers=0.0425
export IMPL_drt_first_pass_iters=4
export IMPL_post_route_util=0.204
export IMPL_drv_cap=0
export IMPL_hold_path_depth=2
export IMPL_drc=0
export IMPL_r2r_setup_slack_ns=1.19
export IMPL_cts_path_max_buffers=2
export IMPL_netlist_instances=50
export IMPL_min_delay_path_class="reg -> reg"
export IMPL_slew_headroom=0.705
export IMPL_vdd_drop_max_v=0.000140
export IMPL_grt_max_degree=14
export IMPL_p_leak_uw=0.000223
export IMPL_post_route_period_util=0.703
export IMPL_critical_path_top_delay_family="buffers and inverters"
export IMPL_yosys_area_sq_um=438
export IMPL_vias_per_cell=4.03
export IMPL_dieArea_sq_mm=0.00640
export IMPL_ys_flops=8
export IMPL_max_freq_mhz=547
export IMPL_critPathKind="in -> reg"
export IMPL_pwr_density_cell_mw_per_mm2=419
export IMPL_syn_mean_instance_area_sq_um=8.76
export IMPL_rows=21
export IMPL_whs_endpoint="pc_out[4]"
export IMPL_yosysUniqueCellTypes=28
export IMPL_rsz0062_at_grt="no"
export IMPL_initCoreUtil=0.128
export IMPL_status="completed"
export IMPL_stdcell_count=116
export IMPL_clk_transition_reported_paths_ns=0.05
export IMPL_cp_cell_sequence="clkdlybuf4s50_1 > nand4_1 > or3_1 > a31oi_1"
export IMPL_numCtsBuffers=3
export IMPL_cts_root_buffer="clkbuf_4"
export IMPL_portBuffers=19
export IMPL_warning_count=25
export IMPL_ctsHtreeMaxLevel=1
export IMPL_skew_ns=0.00159
export IMPL_ys_cells=50
export IMPL_crit_buf_inv=1
export IMPL_io_pins=20
export IMPL_fin_tns_setup_ns=0
export IMPL_tightest_slew_ns=0.441
export IMPL_ys_warn_count=1
export IMPL_die_x_microns=80
export IMPL_top_layer="met4"
export IMPL_antenna_found_initial=0
export IMPL_overflow=0
export IMPL_dpl_hpwl_microns=1130
export IMPL_wl_met2_microns=631
## worst max path at each step
stage / start / to / slack [ns] / cells after the start
4_1_cts: c_inc / pc_out[6] / 0.78 / 4
5_1_grt: c_inc / pc_out[6] / 0.66 / 4
6_report: c_inc / pc_out[6] / 0.77 / 4
## Yosys cell counts
library cell	number
dfxtp_1	8
nand2_1	4
nor2_1	4
a31oi_1	3
nand3_1	3
nor2b_1	3
a311oi_1	2
nand4_1	2
or3_1	2
a211oi_1	1
a21oi_1	1
a221oi_1	1
a22oi_1	1
a2bb2oi_1	1
and4_1	1
and4_2	1
buf_4	1
clkbuf_2	1
ha_1	1
mux2_2	1
mux2i_1	1
nand2b_1	1
nand3_2	1
nor4_1	1
o211ai_1	1
o21ai_0	1
or2_2	1
or3b_2	1
## area by class of cell
cell class	count	area, sq um	area share
Multi-Input combinational cell	40	265	0.381
Timing Repair Buffer	19	190	0.273
Sequential cell	8	160	0.230
Tap cell	46	57.6	0.0827
Clock buffer	3	22.5	0.0324
## metrics by stage
stage	setup WS [ns]	instance area, sq um	hold slack, ns
finish	0.771	696	0.541
CTS	0.780	696	0.543
global placement	0.565	673	0.519
global route	0.660	696	0.573
detailed placement	0.509	673	0.535
floorplan	1.33	438	0.482
## tightest hold or removal path, delay by kind of cell, from the launching register on
family / cells / cell delay, ns
and+or+nand+nor: 1 / 0.08
AOI/OAI and AO/OA: 1 / 0.05
DFF: 1 / 0.35
## kinds of logic after synthesis
| family | after synthesis | share of synthesized area |
|---|---|---|
| buffers and inverters | 2 | 0.0286 |
| muxes | 2 | 0.0486 |
| AOI/OAI and AO/OA | 12 | 0.197 |
| DFF | 8 | 0.366 |
| and+or+nand+nor | 25 | 0.331 |
| adders and majority gates | 1 | 0.0286 |
## cell usage in the layout (no fill, tap or decap), types with 2 or more instances in the layout
cell type / Yosys / layout
a311oi_1: 2 / 2
a31oi_1: 3 / 3
clkbuf_4: 0 / 3
clkdlybuf4s50_1: 0 / 19
dfxtp_1: 8 / 8
nand2_1: 4 / 4
nand3_1: 3 / 3
nand4_1: 2 / 2
nor2_1: 4 / 4
nor2b_1: 3 / 3
or3_1: 2 / 2
## layer usage
| metal | global-route usage | vias up |
|---|---|---|
| met5 | 0 | - |
| met4 | 0.00352 | 0 |
| met3 | 0.0250 | 2 |
| met2 | 0.0706 | 14 |
| met1 | 0.0477 | 215 |
| li1 | - | 236 |
## report_power, final
group	total [uW]	leakage [uW]	switching [uW]	internal [uW]
Sequential	141	0.0000659	10.5	131
Combinational	57.9	0.000143	18.9	39.0
Clock	92.4	0.0000138	39.7	52.7
Power is estimated from default activity; no workload was simulated.
