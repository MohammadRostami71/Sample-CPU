==> /design/flow/run.sh <==
#!/bin/bash
# OpenROAD 26Q1-2900-gdf79404cd8, Yosys 0.63+post, stock flow scripts
make -C /OpenROAD-flow-scripts/flow DESIGN_CONFIG=/design/flow/config.mk WORK_HOME=/design/flow/orfs finish
==> /design/flow/config.mk <==
export PLATFORM = sky130hd
export DESIGN_NAME = RegisterFile
export DESIGN_NICKNAME = RegisterFile
export VERILOG_FILES = /design/flow/design.v
export SDC_FILE = /design/flow/constraint.sdc
export NUM_CORES = 4
export LEC_CHECK = 1
export CORE_UTILIZATION = 30
==> /design/flow/constraint.sdc <==
current_design RegisterFile

set clk_period 2.3
set clk_io_pct 0.2

create_clock -name clk0 -period $clk_period [get_ports {clk}]

set non_clock_inputs [all_inputs -no_clocks]
set_input_delay [expr $clk_period * $clk_io_pct] -clock clk0 $non_clock_inputs
set_output_delay [expr $clk_period * $clk_io_pct] -clock clk0 [all_outputs]
==> /design/flow/design.v <==
module RegisterFile(clk,reset,reg_write,in_write,R1_out,R2_out,R1,R2);
input [1:0] R1;
input [1:0] R2;
input clk;
input reset;
input reg_write;
input [7:0]in_write;
output [7:0] R1_out;
output [7:0] R2_out;
reg [7:0] register [0:3];
assign R1_out = register[R1];
assign R2_out = register[R2];
always@(posedge clk)begin
	if (reset == 1) begin
		register[0] <= 0;
		register[1] <= 0;
		register[2] <= 0;
		register[3] <= 0;
	end
	if(reg_write ==1)
	begin
		register[R1] <= in_write;
	end
end
endmodule
==> results_dict.tcl <==
# metrics dict for downstream scripts
set metrics [dict create \
    dpl.hpwl_um 2465 \
    synthesis.area_mm2 0.001590 \
    stdcell_count 222 \
    period_needed_ps 2237 \
    synthCells 105 \
    vdd_ir_drop_max_v 0.0002536 \
    grt_pass1_vias 1059 \
    reg_top3 "register: 32 flops" \
    ys_ff 32 \
    arrival_ps 1780 \
    ant_nets 0 \
    cts.sinks 32 \
    synth_top_cell_by_area "edfxtp_1" \
    ys_seq_share_pct 60.42 \
    cts_tree "built" \
    synth.top_cell.area_share_pct 60.42 \
    syn_area_per_cell_um2 15.15 \
    critPathKind "input port to output pin" \
    max_freq_ghz 0.4470 \
    grt_max_degree 13 \
    critPathMaxFanout 4 \
    synth_top_flop_cell "edfxtp_1" \
    dieArea_mm2 0.005596 \
    hold_buffers 0 \
    start_kind "input port" \
    synth_warnings 1 \
    grt_overflow 0 \
    largest_register_ffs 32 \
    fp_util_pct 31.14 \
    portBuffers 30 \
    first_pass_iters 4 \
    gp_congestion 0.7744 \
    cts_buffer_depth 2 \
    yosys_area_mm2 0.001590 \
    synthArstFlopShare_pct 0 \
    die_w_um 74.81 \
    common_cells "edfxtp_1 (32), nor2_1 (32), mux4_2 (16)" \
    hp-class "input port to register" \
    total_leakage_power_uw 0.0007717 \
    vias 1047 \
    worst_pin_slew_ps 207.8 \
    fp-row-count 26 \
    finalHoldViolCount 0 \
    netlist_top_cells_area "edfxtp_1 (60%), mux4_2 (23%), nor2_1 (7.6%), nand2_1 (2.1%), buf_6 (2.1%)" \
    fin_crit_sh_pct 97.26 \
    post_cts_resized 8 \
    synth_cell_types 14 \
    yosysCellCount 105 \
    clockRootBuffer "clkbuf_8" \
    crit_required_ps 1840 \
    status "finished, final reports clean" \
    diodes 0 \
    log.warning_count 25 \
    drc 0 \
    edf_count 32 \
    grtUsageTotal_pct 13.55 \
    hold_slack_ps 917.1 \
    numCtsBuffers 5 \
    drt_wl_total_um 3291 \
    io_pins 31 \
    maxCapViolations 0 \
    finalMaxSlewViolations 0 \
    slew_headroom_pct 86.12 \
    setup_viol 0 \
    post_cts_buffers 0 \
    core_area_mm2 0.005107 \
    drive_gt1_share_pct 26.97 \
    avgRoutedWirePerCell_um 14.82 \
    top_register "register" \
    rsz0062_at_grt "false" \
    grt_first_pass_wirelength_um 5161 \
    htree_levels 2 \
    dp.cells 215 \
    antenna_found_initial 0 \
    power_density_mw_per_mm2 619.3 \
    drt-initial-drc-count 47 \
    syn2layout_area_growth_pct 36.43 \
    cp-end-kind "output pin" \
    vias_per_cell 4.716 \
    die_h_um 74.81 \
    clk_pin_slew_ps 60 \
]
metal layers:
layer / vias up / wire length [µm] / global-route usage (%)
met3: 5 / 253 / 4.885
met1: 510 / 1407 / 19.35
met4: 0 / 55 / 1.887
li1: 488 / - / -
met2: 44 / 1574 / 21.82
met5: - / 0 / 0
layout make-up:
class | instances | area [µm²]
inverters | 1 | 3.754
flip-flops and latches | 32 | 960.9
repair buffers | 48 | 471.7
clock inverters | 1 | 5.005
clock buffers | 6 | 72.57
fillers | 446 | 2938
multi-input cells | 64 | 568.0
well taps | 70 | 87.58
path summary, 6_finish.rpt:
path	from	cells after the start	slack, ps	end
min	in_write[0]	3	920	register[2][0]$_SDFFCE_PN0P_
max	R2[0]	4	60	R2_out[0]
critical path, stage by stage:
cell and delay [ps]:
dlygate4sd2_1 250, buf_6 150, mux4_2 500, clkdlybuf4s50_1 420
placed cells by master (no fill, tap or decap):
cell and instances:
nand2b_1 1, buf_6 4, clkdlybuf4s50_1 26, edfxtp_1 32, inv_1 1, or2_1 1, mux4_2 16, buf_4 12
dlygate4sd2_1 3, o21bai_2 1, clkbuf_8 5, nor2_1 32, clkbuf_1 1, clkinv_2 1, buf_12 2, nand2_1 9
or2b_1 1, clkdlybuf4s15_1 1, o21bai_1 3
metrics by stage:
step / power [µW] / TNS [ps] / cell area, µm² / utilization [%] / worst slack, ps
2_1_floorplan: 825.2 / 0 / 1590 / - / 606.1
3_3_place_gp: 969.1 / -3021 / 2081 / 40.74 / -207.7
3_5_place_dp: 976.3 / -3048 / 2081 / 40.74 / -214.6
4_1_cts: 1356 / 0 / 2168 / 42.45 / 40.55
5_1_grt: 1410 / 0 / 2170 / 42.48 / 7.947
6_report: 1344 / 0 / 2170 / 42.48 / 63.11
cells by family after synthesis:
family                 Yosys count  share of synthesized area, %
buffers and inverters            9                         3.854
DFF                             32                         60.42
AOI/OAI and AO/OA                4                         2.124
muxes                           16                         22.66
and+or+nand+nor                 44                         10.94
where the power goes:
| group | switching [µW] | internal (µW) | total, µW | leakage [µW] |
|---|---|---|---|---|
| clock | 178 | 205 | 383 | 0.0000410 |
| combinational | 80.8 | 167 | 248 | 0.000416 |
| sequential | 20.7 | 692 | 713 | 0.000315 |
| total | 279 | 1060 | 1340 | 0.000772 |
Power and IR drop assume default switching activity.
